==> /design/flow/design.v <==
module led2sw(output [3:0]led_o, input rst, input clk);
reg q_reg;
reg [25:0] cnt_reg, cnt_nxt;
reg [3:0] shift_reg, shift_nxt;
reg clk_d;
parameter MAX = 26'd50000000;
always @(posedge clk_d)
	if (!rst)
	begin
		q_reg <= 0;
		shift_reg<=0;
	end
	else
	begin
		q_reg <= ~q_reg;
		shift_reg<=shift_nxt;
	end
always @(q_reg, shift_reg)
begin
	shift_nxt = {q_reg,shift_reg[3:1]};
end
always @(posedge clk, negedge rst)
	if (!rst)
		cnt_reg <= 0;
	else
		cnt_reg <= cnt_nxt;
always @(cnt_reg)
begin
	cnt_nxt  =cnt_reg;
	clk_d = 1'b0;
	if (cnt_reg == MAX)
	begin
		cnt_nxt = 0;
		clk_d = 1'b1;
	end
	else
		cnt_nxt = cnt_reg+1;
end
assign led_o = shift_reg;
endmodule
==> /design/flow/run.sh <==
#!/bin/bash
# OpenROAD 26Q1-2900-gdf79404cd8, Yosys 0.63+post, stock flow scripts
make -C /OpenROAD-flow-scripts/flow DESIGN_CONFIG=/design/flow/config.mk WORK_HOME=/design/flow/orfs finish
==> /design/flow/config.mk <==
export PLATFORM = sky130hd
export DESIGN_NAME = led2sw
export DESIGN_NICKNAME = led2sw
export VERILOG_FILES = /design/flow/design.v
export SDC_FILE = /design/flow/constraint.sdc
export NUM_CORES = 4
export LEC_CHECK = 1
export CORE_AREA = 10 10 100 100
export DIE_AREA = 0 0 110 110
==> /design/flow/constraint.sdc <==
current_design led2sw

set clk_period 2.9
set clk_io_pct 0.2

create_clock -name clk0 -period $clk_period [get_ports {clk}]

set non_clock_inputs [all_inputs -no_clocks]
set_input_delay [expr $clk_period * $clk_io_pct] -clock clk0 $non_clock_inputs
set_output_delay [expr $clk_period * $clk_io_pct] -clock clk0 [all_outputs]
==> notes.md <==
impl run done, here's what came out: CTS Buffer Depth=2, reg2reg path depth=6, worst setup path class=flop to flop, XOR/XNOR Area Share=0.0874, via count of the first global-routing pass=965, Overall Global Routing Usage=0.0477, Worst-Margin Slew=0.593 ns, Critical-path top delay cell=dfrtp_1, WHS=0.501 ns, I/O pin count=6, max reg flops=26, post-route antenna net violation count=0, asr flop ratio synth=0.839, core utilization at floorplan=0.192, chip width=110 um, status=complete, no violations, Rows=32, ratio of final minimum period to clock period=0.650, hold_buf cts=0, Cell Area, Synth=0.00150 mm2, Worst setup EP type=flop, layout cells sized above 1=0.116, Max Cap Viol=0, Clk Latency, worst-skew pair=0.27 ns, met3 usage=0.0153, Worst EP arrival=2.04 ns, H-Tree Depth=1, Setup-failing EPs final=0, endpoints left unconstrained=9, Static Leak=0.696 nW, skew final=0.00950 ns, Synth Area per Inst=10.8 um2, CTS root buf=clkbuf_8, fa+ha+maj area frac=0.0167, antenna cell count=0, tool warning count=26, yosys warning tally=1, DR iter-0 viols=52, simple-gate share of the synthesized area=0.288, register pins left without a clock=5, Max-slew headroom=0.602, Unique masters post-synth=36, grt met1 use=0.0717, hold path cells=1, flops out of synthesis=31, Vias/cell=4.09, Critical Path Fanout Max=13, cells in synth_stat.txt=139, Worst Setup Start Kind=flop, CP max stage delay=0.45 ns, EDFF count, synth=0, most frequent cells in the layout=26 x dfrtp_1, 11 x xnor2_1, 9 x nand3_1, DR DRC count=0, GP Congestion=0.812, Die ar.=0.0121 mm2, main flop type=dfrtp_1, Pins Over Slew Limit=0, crit path time final=1.89 ns, Yosys Chip Area=0.00150 mm2, DR WL/cell=11.0 um, Complex Gates by Area=0.0525, area grow syn2layout=15.0%, Post-synth seq share=0.500, first-pass GRT wire length=4.75 mm, PD cells=350 mW/mm2, via count=1019, met2 usage=0.0682, final WL=2.75 mm, most frequent logic cell in the layout=dfrtp_1, worst IR drop on VDD=0.195 mV, Setup Fix Bufs, Post-CTS=0, Synth mux share=0.0333, CTS resizes=0, Hold Crit Class=flop to flop, final hold violation count=0, TNS Setup=0 ns, pin count of the biggest net entering global routing=32, FMAX=530 MHz, Final HPWL DP=1.96 mm, critical path cell sequence=inv_1 > ha_1 > nor3b_1 > nand4_1 > nor2_4 > nor2_1, initial antenna violation count=0, drt pass-1 iters=4, Overflow after GRT=0, CTS Buf Count=3, Clock Pin Slew Worst Setup and Hold Paths=0.09 ns, RSZ-0062 raised after global routing=no, fin util=0.221, Tot Pwr=604 uW, number of buffers added on ports=5, data required time of the worst path=3.06 ns, busiest grt layer=met1, Die H=110 um, total core area=0.00781 mm2, Post-Syn Instances=139, main logic family after synthesis=simple AND/OR/NAND/NOR gates, TritonCTS clock tree=done
[through the flow]
| stage | cell area [um2] | std cells | worst slack (ns) |
|---|---|---|---|
| 2_1_floorplan | 1500 | 139 | 1.38 |
| 4_1_cts | 1730 | 249 | 1.01 |
| 3_5_place_dp | 1670 | 245 | 1.05 |
| 5_1_grt | 1730 | 249 | 0.870 |
| 3_3_place_gp | 1670 | 245 | 1.04 |
| 6_report | 1730 | 249 | 1.01 |
[cell families (layout without fill, tap and decap cells)]
logic type | Yosys count | after routing
buf+inv | 7 | 15
xor+xnor | 15 | 15
flops | 31 | 31
compound gates | 13 | 13
simple gates | 66 | 66
mux | 5 | 5
fa+ha+maj | 2 | 2
[synth_stat cells, types with 2 or more instances]
master	instances	share of area
xor2_1	4	0.023
nor3b_1	3	0.015
mux2i_1	5	0.033
nor4_4	2	0.028
nor4b_1	2	0.012
o21ai_0	7	0.023
nand4_1	8	0.033
nor2b_1	2	0.0083
inv_1	5	0.012
a21oi_1	2	0.0067
nor4_1	3	0.012
xnor2_1	11	0.064
dfxtp_1	5	0.067
dfrtp_1	26	0.43
and3_1	3	0.012
nand3_2	3	0.020
nor3_1	5	0.017
nor2_1	7	0.017
nand2_1	7	0.017
nand3_1	9	0.030
ha_1	2	0.017
and2_1	4	0.017
[worst max-delay path: cells and delay by family, from the launching register on]
kind / cells / cell delay [ns]
AND/OR/NAND/NOR: 4 / 1.08
flip-flops: 1 / 0.45
buffers and inverters: 1 / 0.08
adder cells (fa/ha/maj): 1 / 0.16
[final timing paths]
path,from,end,slack (ns)
max in group asynchronous,rst,cnt_reg[18],1.94
hold reg to reg,cnt_reg[23],cnt_reg[23],0.50
min in group asynchronous,rst,cnt_reg[1],0.68
setup reg to reg,cnt_reg[0],cnt_reg[12],1.01
setup / recovery,cnt_reg[0],cnt_reg[12],1.01
hold / removal,cnt_reg[23],cnt_reg[23],0.50
[cell type report]
| cell class | instances | area (um2) |
|---|---|---|
| Fill cell | 816 | 6080 |
| Timing Repair Buffer | 6 | 57.6 |
| Multi-Input combinational cell | 101 | 718 |
| Inverter | 5 | 18.8 |
| Sequential cell | 31 | 751 |
| Tap cell | 102 | 128 |
| Clock buffer | 4 | 55.1 |
[routing by layer]
| layer | wire length (um) | up-vias |
|---|---|---|
| met1 | 1450 | 486 |
| met5 | 0 | - |
| met4 | 25 | 0 |
| li1 | - | 511 |
| met3 | 169 | 2 |
| met2 | 1100 | 20 |
[report_power, final]
| group | internal (mW) | switching [mW] |
|---|---|---|
| logic | 0.00256 | 0.00758 |
| clock network | 0.121 | 0.110 |
| registers | 0.362 | 0 |
Power figures rest on the tool's default switching activity, not on a simulated workload.
